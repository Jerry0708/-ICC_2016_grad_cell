File: ./design.v
`timescale 1ns/10ps
module LBP ( clk, reset, gray_addr, gray_req, gray_ready, gray_data, lbp_addr, lbp_valid, lbp_data, finish);
input   clk;
input   reset;
output  [13:0]gray_addr;
output  gray_req;
input   gray_ready;
input   [7:0]gray_data;
output  [13:0]lbp_addr;
output  lbp_valid;
output  [7:0]lbp_data;
output  finish;
localparam
	PRESET_ADDR = 0,
	READ_DATA   = 1,
	ARITHMATIC  = 2,
	STORE		= 3;
reg [13:0]gray_addr;
reg gray_req;
reg [13:0]lbp_addr;
reg lbp_valid;
reg [7:0]lbp_data;
reg [1:0]cur_state;
reg [1:0]next_state;
integer i;
reg [7:0]kernel[0:8];
reg [3:0]cnt;
reg [13:0]addr;
wire FIR_SHIFT;
wire [7:0]kernel_sum;
assign FIR_SHIFT = (addr[6:0] == 14'd1) ? 0 : 1;
assign finish 	 = (addr[6:0] == 1) && (addr>>7==127) ? 1 : 0;
assign kernel_sum = ((kernel[0] >= kernel[4]) ? 1  : 0)+
					((kernel[1] >= kernel[4]) ? 2  : 0)+
					((kernel[2] >= kernel[4]) ? 4  : 0)+
					((kernel[3] >= kernel[4]) ? 8  : 0)+
					((kernel[5] >= kernel[4]) ? 16 : 0)+
					((kernel[6] >= kernel[4]) ? 32 : 0)+
					((kernel[7] >= kernel[4]) ? 64 : 0)+
					((kernel[8] >= kernel[4]) ? 128: 0);
always@(posedge clk) begin
	if(reset)	cur_state <= 2'd0;
	else		cur_state <= next_state;
end
always@* begin
	case(cur_state)
		PRESET_ADDR:
		begin
			if(gray_ready) 	next_state = 1;
			else 		  	next_state = 0;
		end
		READ_DATA:
		begin
			if(!FIR_SHIFT && cnt==8)		next_state = 2;
			else if(FIR_SHIFT && cnt==2)	next_state = 2;
			else 							next_state = 1;
		end
		ARITHMATIC: 	next_state = 3;
		STORE:
		begin
			if(!finish)	next_state = 0;
			else 		next_state = 3;
		end
	endcase
end
always@(posedge clk) begin
	if(reset) begin
		cnt  <= 4'd0;
		gray_addr <= 14'd0;
	end
	else begin
		case(cur_state)
			PRESET_ADDR:
			begin
				if(gray_ready && FIR_SHIFT)	 
					gray_addr <= addr - 127;
				else						 
					gray_addr <= addr - 129;
			end
			READ_DATA:
			begin
				if(FIR_SHIFT) begin
					cnt <= cnt + 1'b1;
					case(cnt)
						0:	gray_addr <= addr + 1;
						1:	gray_addr <= addr + 129;
						2:	gray_addr <= 0;
						default:  gray_addr <= 0;
					endcase
				end
				else begin
					cnt <= cnt + 1'b1;
					case(cnt)
						0:	gray_addr <= addr - 128;
						1:	gray_addr <= addr - 127;
						2:	gray_addr <= addr - 1;
						3:	gray_addr <= addr;
						4:	gray_addr <= addr + 1;
						5:	gray_addr <= addr + 127;
						6:	gray_addr <= addr + 128;
						7:	gray_addr <= addr + 129;
						8:  gray_addr <= 0;
						default:  gray_addr <= 0;
					endcase
				end
			end
			ARITHMATIC:
			begin
				cnt <= 0;
			end
		endcase
	end
end
always@(posedge clk) begin
	if(reset) 	addr <= 14'd129;
	else begin
		if(cur_state==STORE) begin
			if(addr[6:0]==126)	addr <= addr + 3;
			else 				addr <= addr + 1;
		end
	end
end
always@(posedge clk) begin
	if(reset) 	gray_req <= 1'b0;
	else begin
		if(cur_state==0 || cur_state==1)	gray_req <= 1'b1;
		else 								gray_req <= 1'b0;
	end
end
always@(posedge clk) begin
	if(reset) begin
		lbp_addr	<= 14'd0;
		lbp_valid	<= 1'b0;
		lbp_data	<= 8'd0;
	end
	else begin
		if(cur_state==3) begin
			lbp_addr	<= addr;
			lbp_valid	<= 1;
			lbp_data	<= kernel_sum;
		end
		else	lbp_valid <= 0;
	end
end
always@(posedge clk) begin
	if(reset) begin
		for(i = 0; i < 9; i = i + 1'b1)	kernel[i] <= 8'd0;
	end
	else begin
		case(cur_state)
			0:
			begin
				if(FIR_SHIFT) begin
					kernel[0] <= kernel[1];
					kernel[3] <= kernel[4];
					kernel[6] <= kernel[7];
					kernel[1] <= kernel[2];
					kernel[4] <= kernel[5];
					kernel[7] <= kernel[8];
				end
			end
			1:
			begin
				if(FIR_SHIFT) begin
					case(cnt)
						0: kernel[2] <= gray_data;
						1: kernel[5] <= gray_data;
						2: kernel[8] <= gray_data;
						default: kernel[2] <= 0;
					endcase
				end
				else 	kernel[cnt] <= gray_data;
			end
		endcase
	end
end
endmodule
File: ./run.sh
#!/bin/bash
# OpenROAD 26Q1-2900-gdf79404cd8, Yosys 0.63+post, stock flow scripts
make -C /OpenROAD-flow-scripts/flow DESIGN_CONFIG=/design/flow/config.mk WORK_HOME=/design/flow/orfs finish
File: ./config.mk
export PLATFORM = sky130hd
export DESIGN_NAME = LBP
export DESIGN_NICKNAME = LBP
export VERILOG_FILES = /design/flow/design.v
export SDC_FILE = /design/flow/constraint.sdc
export NUM_CORES = 4
export LEC_CHECK = 1
export CORE_UTILIZATION = 30
File: ./constraint.sdc
current_design LBP

set clk_period 5.5
set clk_io_pct 0.2

create_clock -name clk0 -period $clk_period [get_ports {clk}]

set non_clock_inputs [all_inputs -no_clocks]
set_input_delay [expr $clk_period * $clk_io_pct] -clock clk0 $non_clock_inputs
set_output_delay [expr $clk_period * $clk_io_pct] -clock clk0 [all_outputs]
==> ci_impl_report.md <==
### Metrics collected by this job

| Metric | Value |
|---|---|
| Share of layout cells above drive strength 1 | `between 6 and 7%` |
| Fraction of power spent switching nets | `28.0%` |
| Power spent charging and discharging nets | `around 760 uW` |
| Per-cell via count in the routed design | `~5.3` |
| Shortest clock period the worst path allows after layout | `4.27 ns` |
| Yosys cell types | `77` |
| Least-Margin Pin Slew | `between 0.7 and 0.8 ns` |
| Mapped cell area | `between 9000 and 10000 sq um` |
| Number of buffers inserted for hold repair after clock tree synthesis | `0` |
| GR Overflow Total | `0` |
| Power per Cell Area | `~260 nW/um^2` |
| Detailed-route wire length per cell | `between 15 and 20 um` |
| Port buffer count | `49` |
| Maximum number of pins on one net before global-route repair | `roughly 56` |
| Arrival @ worst endpoint | `about 3.2 ns` |
| Minimum setup slack after placement | `1.77 ns` |
| Clock network power share | `between 40% and 50%` |
| Category of the worst setup path capture point | `primary output` |
| Setup-failing EPs final | `0` |
| CORE AREA | `around 30000 sq um` |
| Horizontal die dimension | `175 um` |
| DRT iter0 DRCs | `~550` |
| Post-Syn Instances | `between 900 and 1000` |
| Gp weighted congestion | `approximately 0.96` |
| Setup repair after global routing missed its margin | `no` |
| Total number of clock tree sinks | `between 100 and 150` |
| Layout-stage area growth over the synthesis result | `15.4%` |
| Total power | `around 2700 uW` |
| Class of the tightest hold or removal check | `flop to flop` |
| Post-detailed-route DRC marker count | `0` |
| Type of element launching the critical path | `flop` |
| Leakage | `approximately 0.0038 uW` |
| Clock latency at the later pin of the worst-skew pair | `0.42 ns` |
| Placement Rows | `about 63` |
| Inserted Diodes | `0` |
| First-pass GRT wire length | `around 40000 um` |
| Post-layout period usage | `around 80%` |
| Ports | `~50` |
| Kind of critical path | `flop to primary output` |
| Max Root-Sink Buffers | `2` |
| Yosys cell count | `967` |
| Final HPWL from detailed placement | `approximately 18000 um` |
| Num CTS Buffers | `17` |
| Relative slew margins | `between 40% and 50%` |
| Post-CTS setup-driven buffer insertion count | `0` |
| Outcome | `finished clean` |
| Cts repair resizes | `0` |
| Tally of max-capacitance violations | `0` |
| Global-route usage over all layers | `between 15 and 20%` |
| Area fraction of the dominant cell type after synthesis | `24.0%` |
| Maximum clock frequency | `between 200 and 250 MHz` |
| Ys flop type | `sky130_fd_sc_hd__edfxtp_1` |
| Fraction of the yosys area taken by sequential cells | `a little under two fifths` |
| Placed cell count | `~1400` |
| Cell area after placement | `between 9000 and 10000 sq um` |
| Worst IR Drop VDD | `between 0.0002 and 0.00025 V` |
| Flip-flop and latch count after synthesis | `around 130` |
| Yosys stat chip area | `9010 sq um` |
| Area enclosed by the die boundary | `~31000 sq um` |
| TritonCTS clock tree | `done` |
| Pins Over Slew Limit | `0` |
| Internal power component | `roughly 2000 uW` |
| Relative contribution of combinational cells to total power | `~17%` |
| Total vias in the final route | `7398` |
| Endpoints failing hold | `0` |
| Log Warnings | `32` |
| Root buf cell | `sky130_fd_sc_hd__clkbuf_16` |
| Top area cells in the synthesized netlist | `sky130_fd_sc_hd__edfxtp_1, sky130_fd_sc_hd__dfxtp_1, sky130_fd_sc_hd__ha_1, sky130_fd_sc_hd__a22o_1, sky130_fd_sc_hd__nor2_1` |
| Final instance count without filler cells | `around 1400` |
| Post-CTS clock slew at the launch and capture registers of the worst setup and hold paths | `0.06 ns` |
| Async S/R FF share, synth | `0%` |
| Relative contribution of sequential cells to total power | `a little over two fifths` |
| Die span in y | `about 180 um` |
| Total number of yosys warnings | `1` |
| Router iterations before antenna repair | `6` |
| Worst Path Required | `about 4.4 ns` |
| Remaining number of nets flagged by the antenna check after routing | `0` |
| Syn avg cell area | `between 9 and 10 sq um` |
| Share of the core filled by cells before placement | `between 30% and 40%` |
| Antenna violations before repair | `0` |
| FILL cells | `2967` |
| Post-route setup TNS | `0 ns` |
| Final instance area | `roughly 10000 sq um` |
| Setup slack after layout | `approximately 1.2 ns` |
| Sequential cell area | `3360 sq um` |
| Setup clock skew after layout | `between 0.006 and 0.007 ns` |
| Number of enable flip-flop cells | `72` |
| Total wire length after detailed routing | `roughly 26000 um` |
| Vias in the first global route | `approximately 6900` |
| Max FO, Critical Path | `15` |
| Total number of H-tree levels | `4` |
| Post-synthesis cell type with the largest combined area | `sky130_fd_sc_hd__edfxtp_1` |
| Multi-input gate area | `around 5200 sq um` |
cell usage after synthesis (6+ instances only):
master	count
sky130_fd_sc_hd__nor2_1	88
sky130_fd_sc_hd__ha_1	84
sky130_fd_sc_hd__edfxtp_1	72
sky130_fd_sc_hd__o21ai_0	61
sky130_fd_sc_hd__dfxtp_1	60
sky130_fd_sc_hd__nand2_1	53
sky130_fd_sc_hd__a22o_1	51
sky130_fd_sc_hd__clkbuf_1	42
sky130_fd_sc_hd__inv_1	38
sky130_fd_sc_hd__a21oi_1	34
sky130_fd_sc_hd__xnor2_1	30
sky130_fd_sc_hd__nor3_1	28
sky130_fd_sc_hd__a211oi_1	27
sky130_fd_sc_hd__nor2b_1	26
sky130_fd_sc_hd__a21o_1	24
sky130_fd_sc_hd__mux2i_1	21
sky130_fd_sc_hd__o211ai_1	17
sky130_fd_sc_hd__buf_1	15
sky130_fd_sc_hd__and2_1	14
sky130_fd_sc_hd__nand2b_1	14
sky130_fd_sc_hd__xor2_1	14
sky130_fd_sc_hd__a311oi_1	9
sky130_fd_sc_hd__buf_2	9
sky130_fd_sc_hd__nand3_1	9
sky130_fd_sc_hd__a22oi_1	8
sky130_fd_sc_hd__nand4_1	8
sky130_fd_sc_hd__a31oi_1	7
sky130_fd_sc_hd__o22ai_1	7
sky130_fd_sc_hd__and3_1	6
layer usage:
metal	up-vias	routed length, um	track usage, %
met2	244	11000	25.4
met3	38	1840	4.46
met5	-	0	0
li1	3650	-	-
met4	0	595	3.80
met1	3466	12100	26.1
metrics by stage:
step	hold WS [ns]	util, %
2_1_floorplan	0.431	-
4_1_cts	0.481	35.2
3_5_place_dp	0.469	33.2
5_1_grt	0.514	35.2
6_report	0.477	35.2
3_3_place_gp	0.464	33.2
flip-flops by register name, indices dropped and copies added, names as in the netlist:
register and cells:
kernel 72, addr 14, gray_addr 14, lbp_addr 14
lbp_data 8, cnt 4, cur_state 4, gray_req 1
lbp_valid 1
final cells by class:
class	count	area share, %
flip-flops and latches	132	32.4
repair buffers	67	5.97
clock buffers	21	4.53
well taps	390	4.69
clock inverters	11	0.975
multi-input cells	726	50.1
inverters	38	1.37
critical path: stages, from the launching register on:
cell	delay, ns
sky130_fd_sc_hd__dfxtp_1	0.49
sky130_fd_sc_hd__nor4_4	0.57
sky130_fd_sc_hd__nand2_1	0.48
sky130_fd_sc_hd__nor3_1	0.60
sky130_fd_sc_hd__clkdlybuf4s50_1	0.60
power by group through the flow:
| stage | Combinational [uW] | Sequential [uW] | Clock [uW] |
|---|---|---|---|
| final | 469 | 1160 | 1100 |
| after CTS | 467 | 1160 | 1110 |
| after global routing | 526 | 1170 | 1160 |
placed cells by master, fill, tap and decap left out, types with 4 or more instances in the layout:
cell	netlist	layout
sky130_fd_sc_hd__and2_1	14	14
sky130_fd_sc_hd__o221ai_1	4	4
sky130_fd_sc_hd__nor2b_1	26	26
sky130_fd_sc_hd__o21a_1	4	4
sky130_fd_sc_hd__a31oi_1	7	7
sky130_fd_sc_hd__inv_1	38	38
sky130_fd_sc_hd__xnor2_1	30	30
sky130_fd_sc_hd__nand2b_1	14	14
sky130_fd_sc_hd__a21oi_1	34	34
sky130_fd_sc_hd__nor2_1	88	87
sky130_fd_sc_hd__clkdlybuf4s50_1	0	48
sky130_fd_sc_hd__a22oi_1	8	8
sky130_fd_sc_hd__xor2_1	14	14
sky130_fd_sc_hd__o21ai_0	61	61
sky130_fd_sc_hd__a2111oi_0	4	4
sky130_fd_sc_hd__mux2i_1	21	21
sky130_fd_sc_hd__a211oi_1	27	27
sky130_fd_sc_hd__and3_1	6	6
sky130_fd_sc_hd__nand4_1	8	8
sky130_fd_sc_hd__o31ai_1	5	5
sky130_fd_sc_hd__nor3_1	28	28
sky130_fd_sc_hd__clkbuf_16	0	17
sky130_fd_sc_hd__a21o_1	24	24
sky130_fd_sc_hd__a311oi_1	9	9
sky130_fd_sc_hd__a22o_1	51	51
sky130_fd_sc_hd__o211ai_1	17	17
sky130_fd_sc_hd__o22ai_1	7	7
sky130_fd_sc_hd__nand3_1	9	9
sky130_fd_sc_hd__nand2_1	53	53
sky130_fd_sc_hd__edfxtp_1	72	72
sky130_fd_sc_hd__or3_1	5	5
sky130_fd_sc_hd__ha_1	84	84
sky130_fd_sc_hd__dfxtp_1	60	59
sky130_fd_sc_hd__buf_4	3	18
cell families after synthesis:
logic type | count (synthesis) | share of synthesized area (%)
compound gates | 296 | 23.5
xor+xnor | 44 | 4.28
fa+ha+maj | 87 | 12.1
buf+inv | 109 | 4.89
flops | 132 | 37.3
mux | 23 | 2.58
simple gates | 276 | 15.3
path summary, 6_finish.rpt:
kind | startpoint | end | slack, ns | cells after the start
min | lbp_addr[2] | lbp_addr[2] | 0.48 | 2
max reg2reg | cnt[2] | gray_addr[12] | 1.91 | 10
min reg2reg | lbp_addr[2] | lbp_addr[2] | 0.48 | 2
max | addr[3] | finish | 1.23 | 4
No activity file was given, so power comes from the tool's default toggle rates.
